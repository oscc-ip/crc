## flow/run.sh

```bash
#!/bin/bash
# OpenROAD 26Q1-2900-gdf79404cd8, Yosys 0.63+post, stock flow scripts
make -C /OpenROAD-flow-scripts/flow DESIGN_CONFIG=/design/flow/config.mk WORK_HOME=/design/flow/orfs finish
```

## flow/config.mk

```make
export PLATFORM = sky130hd
export DESIGN_NAME = crc16_8005
export DESIGN_NICKNAME = crc16_8005
export VERILOG_FILES = /design/flow/design.v
export SDC_FILE = /design/flow/constraint.sdc
export NUM_CORES = 4
export LEC_CHECK = 1
export CORE_AREA = 10 10 70 70
export DIE_AREA = 0 0 80 80
```

## flow/constraint.sdc

```tcl
current_design crc16_8005

set clk_period 2.6
set clk_io_pct 0.2

create_clock -name clk0 -period $clk_period

set non_clock_inputs [all_inputs -no_clocks]
set_input_delay [expr $clk_period * $clk_io_pct] -clock clk0 $non_clock_inputs
set_output_delay [expr $clk_period * $clk_io_pct] -clock clk0 [all_outputs]
```

## flow/design.v

```verilog
module crc16_1021 (
    input  [ 7:0] data_i,
    input  [15:0] crc_i,
    output [15:0] crc_o
);
  assign crc_o[0] = crc_i[8] ^ crc_i[12] ^ data_i[0] ^ data_i[4];
  assign crc_o[1] = crc_i[9] ^ crc_i[13] ^ data_i[1] ^ data_i[5];
  assign crc_o[2] = crc_i[10] ^ crc_i[14] ^ data_i[2] ^ data_i[6];
  assign crc_o[3] = crc_i[11] ^ crc_i[15] ^ data_i[3] ^ data_i[7];
  assign crc_o[4] = crc_i[12] ^ data_i[4];
  assign crc_o[5] = crc_i[8] ^ crc_i[12] ^ crc_i[13] ^ data_i[0] ^ data_i[4] ^ data_i[5];
  assign crc_o[6] = crc_i[9] ^ crc_i[13] ^ crc_i[14] ^ data_i[1] ^ data_i[5] ^ data_i[6];
  assign crc_o[7] = crc_i[10] ^ crc_i[14] ^ crc_i[15] ^ data_i[2] ^ data_i[6] ^ data_i[7];
  assign crc_o[8] = crc_i[0] ^ crc_i[11] ^ crc_i[15] ^ data_i[3] ^ data_i[7];
  assign crc_o[9] = crc_i[1] ^ crc_i[12] ^ data_i[4];
  assign crc_o[10] = crc_i[2] ^ crc_i[13] ^ data_i[5];
  assign crc_o[11] = crc_i[3] ^ crc_i[14] ^ data_i[6];
  assign crc_o[12] = crc_i[4] ^ crc_i[8] ^ crc_i[12] ^ crc_i[15] ^ data_i[0] ^ data_i[4] ^ data_i[7];
  assign crc_o[13] = crc_i[5] ^ crc_i[9] ^ crc_i[13] ^ data_i[1] ^ data_i[5];
  assign crc_o[14] = crc_i[6] ^ crc_i[10] ^ crc_i[14] ^ data_i[2] ^ data_i[6];
  assign crc_o[15] = crc_i[7] ^ crc_i[11] ^ crc_i[15] ^ data_i[3] ^ data_i[7];
endmodule
module crc16_8005 (
    input  [ 7:0] data_i,
    input  [15:0] crc_i,
    output [15:0] crc_o
);
  assign crc_o[0] = crc_i[8] ^ crc_i[9] ^ crc_i[10] ^ crc_i[11] ^ crc_i[12] ^ crc_i[13] ^ crc_i[14] ^ crc_i[15] ^ data_i[0] ^ data_i[1] ^ data_i[2] ^ data_i[3] ^ data_i[4] ^ data_i[5] ^ data_i[6] ^ data_i[7];
  assign crc_o[1] = crc_i[9] ^ crc_i[10] ^ crc_i[11] ^ crc_i[12] ^ crc_i[13] ^ crc_i[14] ^ crc_i[15] ^ data_i[1] ^ data_i[2] ^ data_i[3] ^ data_i[4] ^ data_i[5] ^ data_i[6] ^ data_i[7];
  assign crc_o[2] = crc_i[8] ^ crc_i[9] ^ data_i[0] ^ data_i[1];
  assign crc_o[3] = crc_i[9] ^ crc_i[10] ^ data_i[1] ^ data_i[2];
  assign crc_o[4] = crc_i[10] ^ crc_i[11] ^ data_i[2] ^ data_i[3];
  assign crc_o[5] = crc_i[11] ^ crc_i[12] ^ data_i[3] ^ data_i[4];
  assign crc_o[6] = crc_i[12] ^ crc_i[13] ^ data_i[4] ^ data_i[5];
  assign crc_o[7] = crc_i[13] ^ crc_i[14] ^ data_i[5] ^ data_i[6];
  assign crc_o[8] = crc_i[0] ^ crc_i[14] ^ crc_i[15] ^ data_i[6] ^ data_i[7];
  assign crc_o[9] = crc_i[1] ^ crc_i[15] ^ data_i[7];
  assign crc_o[10] = crc_i[2];
  assign crc_o[11] = crc_i[3];
  assign crc_o[12] = crc_i[4];
  assign crc_o[13] = crc_i[5];
  assign crc_o[14] = crc_i[6];
  assign crc_o[15] = crc_i[7] ^ crc_i[8] ^ crc_i[9] ^ crc_i[10] ^ crc_i[11] ^ crc_i[12] ^ crc_i[13] ^ crc_i[14] ^ crc_i[15] ^ data_i[0] ^ data_i[1] ^ data_i[2] ^ data_i[3] ^ data_i[4] ^ data_i[5] ^ data_i[6] ^ data_i[7];
endmodule
```

==> flow_summary.yaml <==
# flow metrics
clocking:
  cts-hold-fix-buffers: 0
setup_path:
  critical_path_class: "in -> out"
  slowest_stage: "xnor3_1"
  critPathRequiredTime_ns: 2.08
  cp-end-kind: "output pin"
  critPathLaunchType: "input pin"
  crit_buf_inv: 3
  max_stage_delay_ns: 0.28
  path_delay_family: "XOR/XNOR gates"
  crit_arrival_ns: 2.01
  critical_path_peak_fanout: 2
  crit_chain: "dlygate4sd2_1, xnor2_2, xor2_2, xnor2_2, buf_4, xnor3_1, dlygate4sd2_1"
grt:
  grt_pass1_wl_mm: 1.55
  grt_remaining_overflow: 0
  antenna_found_initial: 0
  track_usage_pct: 2.88
  grt_max_degree: 3
  grt_pass1_vias: 370
routing:
  vias: 331
  num_antenna_cells: 0
  wl_per_cell_um: 8.93
  drt_wl_total_mm: 1.06
  drt_iter0_markers: 0
  vias_per_cell: 2.78
  ant_nets: 0
  drc: 0
  firstDrtPassIters: 1
run_status:
  outcome: "finished, final reports clean"
sta:
  layout_min_cycle_time_ns: 2.53
  slew_violations: 0
  clock.fmax_mhz: 395
  post-route-period-util_pct: 97.3
  tightest_slew_ns: 0.249
  setup_tns_ns: 0
  finalSetupViolCount: 0
  slew_headroom_pct: 83.3
  hold_violations: 0
die:
  io_pins: 40
  die-width_um: 80
  die_h_um: 80
  std_cell_rows: 21
  fp_util_pct: 8.64
  dieArea_um2: 6400
  core_um2: 3420
synthesis:
  syn-instance-count: 30
  syn_area_um2: 295
  synth_area_per_cell_um2: 9.84
  ys_warn_count: 0
  ys_chip_area_um2: 295
  ys_types: 7
  yosysCellCount: 30
  ys_seq_share_pct: 0
finish:
  regArea_um2: 0
  seq_cells: 0
  layout_top_cells: "18 x buf_4, 16 x dlygate4sd2_1, 11 x clkdlybuf4s50_1"
  final_cells: 119
  n_fill_cell: 379
  clkbuf_count: 0
  drive_gt1_share_pct: 42.5
  comb_area_um2: 322
  lay_top_count: "buf_4"
  syn2layout_area_growth_pct: 170
power:
  powerDensity_nw_per_um2: 431
  peakVddDrop_mv: 0.139
  leakage_uw: 0.000363
place:
  dpl.hpwl_um: 931
  gp_congestion: 0.723
  portBuffers: 30
  place_inst: 109
flow_run:
  cap_violations: 0
  tool_warnings: 32
worst_hold_path:
  min_path_type: "in -> out"
[report_power, final]
group          total, uW  switching, uW  internal [uW]
combinational        344           97.4            246
sequential             0              0              0
clock                  0              0              0
[worst paths after layout]
check	depth (start not counted)	end	start	slack, ns
min	0	crc_o[10]	crc_i[2]	1.04
max	7	crc_o[15]	data_i[7]	0.07
[metal layers]
layer	GRT usage, %	vias to the layer above	share of wire (%)
met1	3.62	134	44
met2	3.61	28	31
met4	0.176	0	0
met3	2.73	0	25
met5	0	-	0
li1	-	169	-
[final cells by class]
class	count	area share [%]
Multi-Input combinational cell	24	40.3
Timing Repair Buffer	48	52.0
Tap cell	46	7.21
Inverter	1	0.470
[through the flow]
step	utilization (%)	hold slack (ns)	power (uW)	cell area (um2)	worst slack [ns]
6_report	23.4	1.04	344	798	0.0710
5_1_grt	23.4	1.04	378	798	-0.00790
4_1_cts	22.6	1.04	331	772	0.00769
3_5_place_dp	19.8	1.04	303	676	-0.367
3_3_place_gp	19.8	1.04	303	676	-0.342
2_1_floorplan	-	1.07	109	295	0.531
[synthesized netlist by cell type (all sizes together)]
cell type	n	area share, %
xnor2	18	58
inv	1	1.3
buf	5	13
xor2	5	20
xnor3	1	7.6
[cells by family after synthesis]
kind of cell | Yosys count | share of synthesized area [%]
xor+xnor | 24 | 86.0
buf+inv | 6 | 14.0
[what timing repair did]
item | 4_1_cts | 5_1_grt
pin swaps | 15 | 8
setup endpoints to repair | 4 | 1
setup buffers | 7 | 3
resized | 28 | 3
cloned | 0 | 0
Power and IR drop assume default switching activity.
