[flow/config.mk]
export PLATFORM = sky130hd
export DESIGN_NAME = crc32_04c11db7
export DESIGN_NICKNAME = crc32_04c11db7
export VERILOG_FILES = /design/flow/design.v
export SDC_FILE = /design/flow/constraint.sdc
export NUM_CORES = 4
export LEC_CHECK = 1
export CORE_AREA = 10 10 103 103
export DIE_AREA = 0 0 113 113
[flow/constraint.sdc]
current_design crc32_04c11db7

set clk_period 2.4
set clk_io_pct 0.2

create_clock -name clk0 -period $clk_period

set non_clock_inputs [all_inputs -no_clocks]
set_input_delay [expr $clk_period * $clk_io_pct] -clock clk0 $non_clock_inputs
set_output_delay [expr $clk_period * $clk_io_pct] -clock clk0 [all_outputs]
[flow/design.v]
module crc32_04c11db7 (
    input  [ 7:0] data_i,
    input  [31:0] crc_i,
    output [31:0] crc_o
);
  assign crc_o[0] = crc_i[24] ^ crc_i[30] ^ data_i[0] ^ data_i[6];
  assign crc_o[1] = crc_i[24] ^ crc_i[25] ^ crc_i[30] ^ crc_i[31] ^ data_i[0] ^ data_i[1] ^ data_i[6] ^ data_i[7];
  assign crc_o[2] = crc_i[24] ^ crc_i[25] ^ crc_i[26] ^ crc_i[30] ^ crc_i[31] ^ data_i[0] ^ data_i[1] ^ data_i[2] ^ data_i[6] ^ data_i[7];
  assign crc_o[3] = crc_i[25] ^ crc_i[26] ^ crc_i[27] ^ crc_i[31] ^ data_i[1] ^ data_i[2] ^ data_i[3] ^ data_i[7];
  assign crc_o[4] = crc_i[24] ^ crc_i[26] ^ crc_i[27] ^ crc_i[28] ^ crc_i[30] ^ data_i[0] ^ data_i[2] ^ data_i[3] ^ data_i[4] ^ data_i[6];
  assign crc_o[5] = crc_i[24] ^ crc_i[25] ^ crc_i[27] ^ crc_i[28] ^ crc_i[29] ^ crc_i[30] ^ crc_i[31] ^ data_i[0] ^ data_i[1] ^ data_i[3] ^ data_i[4] ^ data_i[5] ^ data_i[6] ^ data_i[7];
  assign crc_o[6] = crc_i[25] ^ crc_i[26] ^ crc_i[28] ^ crc_i[29] ^ crc_i[30] ^ crc_i[31] ^ data_i[1] ^ data_i[2] ^ data_i[4] ^ data_i[5] ^ data_i[6] ^ data_i[7];
  assign crc_o[7] = crc_i[24] ^ crc_i[26] ^ crc_i[27] ^ crc_i[29] ^ crc_i[31] ^ data_i[0] ^ data_i[2] ^ data_i[3] ^ data_i[5] ^ data_i[7];
  assign crc_o[8] = crc_i[0] ^ crc_i[24] ^ crc_i[25] ^ crc_i[27] ^ crc_i[28] ^ data_i[0] ^ data_i[1] ^ data_i[3] ^ data_i[4];
  assign crc_o[9] = crc_i[1] ^ crc_i[25] ^ crc_i[26] ^ crc_i[28] ^ crc_i[29] ^ data_i[1] ^ data_i[2] ^ data_i[4] ^ data_i[5];
  assign crc_o[10] = crc_i[2] ^ crc_i[24] ^ crc_i[26] ^ crc_i[27] ^ crc_i[29] ^ data_i[0] ^ data_i[2] ^ data_i[3] ^ data_i[5];
  assign crc_o[11] = crc_i[3] ^ crc_i[24] ^ crc_i[25] ^ crc_i[27] ^ crc_i[28] ^ data_i[0] ^ data_i[1] ^ data_i[3] ^ data_i[4];
  assign crc_o[12] = crc_i[4] ^ crc_i[24] ^ crc_i[25] ^ crc_i[26] ^ crc_i[28] ^ crc_i[29] ^ crc_i[30] ^ data_i[0] ^ data_i[1] ^ data_i[2] ^ data_i[4] ^ data_i[5] ^ data_i[6];
  assign crc_o[13] = crc_i[5] ^ crc_i[25] ^ crc_i[26] ^ crc_i[27] ^ crc_i[29] ^ crc_i[30] ^ crc_i[31] ^ data_i[1] ^ data_i[2] ^ data_i[3] ^ data_i[5] ^ data_i[6] ^ data_i[7];
  assign crc_o[14] = crc_i[6] ^ crc_i[26] ^ crc_i[27] ^ crc_i[28] ^ crc_i[30] ^ crc_i[31] ^ data_i[2] ^ data_i[3] ^ data_i[4] ^ data_i[6] ^ data_i[7];
  assign crc_o[15] = crc_i[7] ^ crc_i[27] ^ crc_i[28] ^ crc_i[29] ^ crc_i[31] ^ data_i[3] ^ data_i[4] ^ data_i[5] ^ data_i[7];
  assign crc_o[16] = crc_i[8] ^ crc_i[24] ^ crc_i[28] ^ crc_i[29] ^ data_i[0] ^ data_i[4] ^ data_i[5];
  assign crc_o[17] = crc_i[9] ^ crc_i[25] ^ crc_i[29] ^ crc_i[30] ^ data_i[1] ^ data_i[5] ^ data_i[6];
  assign crc_o[18] = crc_i[10] ^ crc_i[26] ^ crc_i[30] ^ crc_i[31] ^ data_i[2] ^ data_i[6] ^ data_i[7];
  assign crc_o[19] = crc_i[11] ^ crc_i[27] ^ crc_i[31] ^ data_i[3] ^ data_i[7];
  assign crc_o[20] = crc_i[12] ^ crc_i[28] ^ data_i[4];
  assign crc_o[21] = crc_i[13] ^ crc_i[29] ^ data_i[5];
  assign crc_o[22] = crc_i[14] ^ crc_i[24] ^ data_i[0];
  assign crc_o[23] = crc_i[15] ^ crc_i[24] ^ crc_i[25] ^ crc_i[30] ^ data_i[0] ^ data_i[1] ^ data_i[6];
  assign crc_o[24] = crc_i[16] ^ crc_i[25] ^ crc_i[26] ^ crc_i[31] ^ data_i[1] ^ data_i[2] ^ data_i[7];
  assign crc_o[25] = crc_i[17] ^ crc_i[26] ^ crc_i[27] ^ data_i[2] ^ data_i[3];
  assign crc_o[26] = crc_i[18] ^ crc_i[24] ^ crc_i[27] ^ crc_i[28] ^ crc_i[30] ^ data_i[0] ^ data_i[3] ^ data_i[4] ^ data_i[6];
  assign crc_o[27] = crc_i[19] ^ crc_i[25] ^ crc_i[28] ^ crc_i[29] ^ crc_i[31] ^ data_i[1] ^ data_i[4] ^ data_i[5] ^ data_i[7];
  assign crc_o[28] = crc_i[20] ^ crc_i[26] ^ crc_i[29] ^ crc_i[30] ^ data_i[2] ^ data_i[5] ^ data_i[6];
  assign crc_o[29] = crc_i[21] ^ crc_i[27] ^ crc_i[30] ^ crc_i[31] ^ data_i[3] ^ data_i[6] ^ data_i[7];
  assign crc_o[30] = crc_i[22] ^ crc_i[28] ^ crc_i[31] ^ data_i[4] ^ data_i[7];
  assign crc_o[31] = crc_i[23] ^ crc_i[29] ^ data_i[5];
endmodule
[flow/run.sh]
#!/bin/bash
# OpenROAD 26Q1-2900-gdf79404cd8, Yosys 0.63+post, stock flow scripts
make -C /OpenROAD-flow-scripts/flow DESIGN_CONFIG=/design/flow/config.mk WORK_HOME=/design/flow/orfs finish
==> reports/results.txt <==
status - finished clean
Crit Path Class - in -> out
Core Util, Final - 0.298
Synth Seq Share - 0
post-synthesis cell type count - 9
# Cells Yosys - 66
number of fillers in the final layout - 824
final global-route overflow total - 0
Post-DP HPWL - 3100 microns
routed length per placed instance - 11.9 microns
MaxCap Viol Count - 0
vias - 940
crit path DRT - 1.92 ns
Clock power frac - 0
P_leak - 0.00119 uW
Seq pwr share - 0
Seq. cell area - 0 sq um
initial antenna violation count - 0
area reported by Yosys stat - 960 sq um
most area-hungry cell type in the Yosys netlist - xnor3_1
placed instance count - 269
largest net degree at the start of global routing - 5
M1 WL - 1540 microns
hold path start - crc_i[30]
CP startpoint kind - input port
top sig layer - met3
row count - 33
Hold WC Path Type - in -> out
Core ar. - 0.00830 sq mm
drt total wl - 3690 microns
Flops - 0
RSZ-0062 raised after global routing - yes
Sw Pwr - 335 uW
synth-to-layout area growth - 157%
CLK BUF - 0
Max Fanout on Critical Path - 2
cts hold-fix bufs - 0
Synth top cells by count - xnor2_1, xnor3_1, xor2_1
worst slack at placement - -0.715 ns
Worst setup startpoint - crc_i[29]
yosys warns - 0
Met2 Routed Length - 1830 microns
detailed-route DRC error count - 0
First-pass DRT Iterations - 2
Layout Cells excl Fill - 309
Max Clk Rate - 0.426 GHz
Fin Setup TNS - 0 ns
count leader, synth - xnor2_1
Met3 Routed Length - 322 microns
Cell area leaders - xnor3_1, xnor2_1, xnor2_2
All-Layer GR Usage - 0.0569
GPL Wtd Cong - 0.668
Synth Instances - 66
area of the mapped netlist - 960 sq um
fin crit share - 0.978
max-slew violation count - 0
Initial DRC Count - 10
first-pass GRT wire length - 5970 microns
crit path DAT - 1.87 ns
Die Span Y - 113 microns
FP Core Util - 0.116
share of cells above drive strength 1 - 0.554
Ports - 72
Vias/cell - 3.04
Worst Slack Setup Final - 0.0535 ns
post-route ant nets - 0
Synth Area per Inst - 14.5 sq um
n_diodes - 0
slew margin rel. - 0.761
tool warnings - 33
sw frac - 0.283
Die Area - 0.0128 sq mm
Critical Path Sink Type - output pin
Power Total - 1180 uW
Power Internal - 849 uW
Setup Viol. Count Final - 0
Largest type area fraction - 0.282
Worst Max-Slew Pin Slew - 0.359 ns
number of global-route vias before repair - 1127
VDD IR max - 214 uV
pwr/cell area - 479 mW/mm^2
PortBufs - 72
final hold vios - 0
fin crit period - 2.35 ns
combinational share of power - 1.000
chip width - 113 microns
-- per-stage QoR --
step	cell area, sq um	hold WS [ns]
detailed placement	2020	1.90
global placement	2020	1.91
floorplan	960	0.991
global route	2470	1.69
finish	2470	1.64
CTS	2440	1.67
-- power groups by stage --
| stage | combinational, uW | clock [uW] | sequential (uW) |
|---|---|---|---|
| 5_1_grt | 1290 | 0 | 0 |
| 6_report | 1180 | 0 | 0 |
| 4_1_cts | 1220 | 0 | 0 |
-- timing repair --
| action | 4_1_cts | 5_1_grt |
|---|---|---|
| resized | 138 | 10 |
| buffers inserted | 39 | 3 |
| cloned | 0 | 0 |
| setup endpoints to repair | 32 | 11 |
| pin swaps | 25 | 6 |
-- logic make-up after synthesis --
family / after synthesis / share of synthesized area
buf+inv: 1 / 0.00391
xor+xnor: 65 / 0.996
-- layout by cell type (no fill, tap or decap) --
cell,Yosys,routed
xor2_4,2,2
xor3_1,3,3
xor2_2,0,2
buf_12,0,6
dlymetal6s2s_1,0,1
buf_4,0,45
buf_8,0,1
xnor2_4,3,9
buf_2,0,17
xor3_4,2,2
clkdlybuf4s50_1,0,29
xnor2_1,30,23
clkbuf_2,0,2
clkdlybuf4s15_1,0,1
xnor2_2,6,7
dlygate4sd2_1,0,17
inv_1,1,1
xor2_1,7,5
xnor3_2,0,1
buf_6,0,18
clkdlybuf4s15_2,0,1
xnor3_1,12,11
-- worst paths after layout --
path / slack (ns) / to / cells after the start
worst max-delay path: 0.05 / crc_o[5] / 7
worst min-delay path: 1.64 / crc_o[4] / 5
-- critical path, cell delays in order --
cell	delay (ns)
buf_2	0.13
xnor2_4	0.19
buf_12	0.12
buf_4	0.10
xnor3_1	0.37
xnor3_1	0.35
buf_2	0.12
-- routing by layer --
| layer | global-route usage | vias to the layer above |
|---|---|---|
| li1 | - | 488 |
| met4 | 0 | 0 |
| met3 | 0.0176 | 0 |
| met2 | 0.0987 | 38 |
| met5 | 0 | - |
| met1 | 0.0721 | 414 |
-- area by class of cell --
type | instances | area, sq um | area share
Inverter | 1 | 3.75 | 0.00152
Timing Repair Buffer | 138 | 1240 | 0.503
Tap cell | 105 | 131 | 0.0532
Multi-Input combinational cell | 65 | 1090 | 0.442
Power is estimated from default activity; no workload was simulated.
